## flow/run.sh

```bash
#!/bin/bash
# OpenROAD 26Q1-2900-gdf79404cd8, Yosys 0.63+post, stock flow scripts
make -C /OpenROAD-flow-scripts/flow DESIGN_CONFIG=/design/flow/config.mk WORK_HOME=/design/flow/orfs finish
```

## flow/config.mk

```make
export PLATFORM = sky130hd
export DESIGN_NAME = Tx
export DESIGN_NICKNAME = Tx
export VERILOG_FILES = /design/flow/design.v
export SDC_FILE = /design/flow/constraint.sdc
export NUM_CORES = 4
export LEC_CHECK = 1
export CORE_UTILIZATION = 30
```

## flow/constraint.sdc

```tcl
current_design Tx

set clk_period 3.4
set clk_io_pct 0.2

create_clock -name clk0 -period $clk_period [get_ports {clk}]
create_clock -name clk1 -period $clk_period [get_ports {clk2}]

set non_clock_inputs [all_inputs -no_clocks]
set_input_delay [expr $clk_period * $clk_io_pct] -clock clk0 $non_clock_inputs
set_output_delay [expr $clk_period * $clk_io_pct] -clock clk0 [all_outputs]
```

## flow/design.v

```verilog
`timescale 1ns/1ps
module MuxCtrl(
input clk,
input [7:0] data,
input enb,
input [3:0] S,
output [7:0] outmux
);
reg outmux;
parameter COM = 8'hBC,PAD = 8'hF7,SKP = 8'h1C,STP = 8'hFB, SDP = 8'h5C ;
parameter END = 8'hFD,EDB = 8'hFE,FTS = 8'h3C,IDL = 8'h7C;
always @ (posedge clk)
  begin
    if (enb) begin
      case(S)
        4'b0000 : outmux = data;
        4'b0001 : outmux = COM;
        4'b0010 : outmux = PAD;
        4'b0011 : outmux = SKP;
        4'b0100 : outmux = STP;
        4'b0101 : outmux = SDP;
        4'b0110 : outmux = END;
        4'b0111 : outmux = EDB;
        4'b1000 : outmux = FTS;
        4'b1001 : outmux = IDL;
      endcase
    end
  end
  endmodule
`timescale 1ns/1ps
module striping (clk, fromMux, TL0, TL1, TL2,TL3);
input clk;
input [7:0] fromMux;
output [7:0] TL0;
output [7:0] TL1;
output [7:0] TL2;
output [7:0] TL3;
reg [7:0] TL0;
reg [7:0] TL1;
reg [7:0] TL2;
reg [7:0] TL3;
reg [1:0] c;  
reg D;  
parameter COM = 8'hBC,PAD = 8'hF7,SKP = 8'h1C,STP = 8'hFB, SDP = 8'h5C ;
parameter END = 8'hFD,EDB = 8'hFE,FTS = 8'h3C,IDL = 8'h7C;
always @ (posedge clk) begin
      if (D) begin
            if (fromMux == END) begin
            TL3 = fromMux;
            D=0;
            c = 2'b00;
            end else begin
                  if (c==2'b00) begin
                        TL0 = fromMux;
                        c = c+1;
                  end else if (c==2'b01) begin
                        TL1 = fromMux;
                        c = c+1;
                  end else if (c==2'b10) begin
                        TL2 = fromMux;
                        c = c+1;
                  end else if (c==2'b11) begin
                        TL3 = fromMux;
                        c = c+1;
                        end  
            end  
      end else begin
            if (fromMux == STP) begin
            D=1;
            TL0 = fromMux;
            c = 2'b01;
            end  
            if (fromMux == SDP) begin
            D=1;
            TL0 = fromMux;
            c = c+1;
            end
            if (fromMux == IDL) begin
            c = 2'b00;
            TL0 = fromMux;
            TL1 = fromMux;
            TL2 = fromMux;
            TL3 = fromMux;
            end
            if (fromMux == COM) begin
            c = 2'b00;
            TL0 = fromMux;
            TL1 = fromMux;
            TL2 = fromMux;
            TL3 = fromMux;
            end
            if (fromMux == SKP) begin
            c = 2'b00;
            TL0 = fromMux;
            TL1 = fromMux;
            TL2 = fromMux;
            TL3 = fromMux;
            end
      end   
end  
endmodule
`timescale 1ns/1ps
module ParaleloSerial(
  clk, reset, enb,
  clk8,
  entrada,
  salida
);
parameter cantBits = 8;
input wire clk;
input wire enb;
input wire reset;
input wire clk8;
input wire [7:0] entrada;
output reg salida;
reg [3:0] contador;
always @ ( * ) begin
salida = ~reset & enb ? entrada[contador] : 0;
end
always @(posedge clk) begin
  if (reset) begin
    contador <= 0;
  end else if(enb) begin
    contador <= contador == 0 ? cantBits-1 : contador-1;
  end
  else  contador = contador;
  end
endmodule
module Tx (clk, clk2, data, enb, reset, S, L0, L1, L2, L3);
  input clk;
  input clk2;
  input [7:0] data;
  input enb;
  input reset;
  input [3:0] S;
  output L0;
  output L1;
  output L2;
  output L3;
  wire [7:0] outmux;
  wire [7:0] TL0;
  wire [7:0] TL1;
  wire [7:0] TL2;
  wire [7:0] TL3;
  MuxCtrl Mux1(.clk(clk), .data(data), .enb(enb), .S(S), .outmux(outmux));
  striping byteStp (.clk(clk), .fromMux(outmux), .TL0(TL0), .TL1(TL1), .TL2(TL2),.TL3(TL3));
  ParaleloSerial PS0 (.clk(clk2), .reset(reset), .enb(enb), .clk8(clk), .entrada(TL0), .salida(L0));
  ParaleloSerial PS1 (.clk(clk2), .reset(reset), .enb(enb), .clk8(clk), .entrada(TL1), .salida(L1));
  ParaleloSerial PS2 (.clk(clk2), .reset(reset), .enb(enb), .clk8(clk), .entrada(TL2), .salida(L2));
  ParaleloSerial PS3 (.clk(clk2), .reset(reset), .enb(enb), .clk8(clk), .entrada(TL3), .salida(L3));
endmodule
```

==> run_results.csv <==
group,metric,value,unit
logic_synthesis,yosysCellCount,232,
clock_tree,cts.sinks,59,
run,warnings,29,
logic_synthesis,ys_area,0.00277,sq mm
placement,post-dp-hpwl,3300,um
floorplan,die_h,98.0,um
global_routing,grt_max_degree,26,
global_routing,grt_pass1_vias,1643,
timing,worst_slew_pin_slew,0.727,ns
pwr,power_density,574,mW/mm^2
global_routing,antenna_found_initial,0,
timing,final.setup.tns,0,ns
placement,globalplace.congestion,0.775,
route,drc,0,
logic_synthesis,synth_area,0.00277,sq mm
logic_synthesis,ys.flops,59,
pwr,ir_worst_vdd,0.202,mV
logic_synthesis,yosysUniqueCellTypes,39,
pwr,power,0.00186,W
global_routing,grtUsageMet2,15.3,%
clock_tree,postCtsHoldBufs,0,
clock_tree,cts_tree,"built",
critical_path,crit_fanout,6,
route,wirelength,4700,um
critical_path,worstSetupStartpointType,"flip-flop",
critical_path,arrival,1.89,ns
critical_path,required,2.72,ns
route,wl_per_cell,12.9,um
logic_synthesis,async_flop_share,0,%
final_layout,drive_gt1_share,11.3,%
floorplan,core_util_floorplan,31.4,%
timing,hold_viol,0,
global_routing,grt_usage,10.8,%
global_routing,grt_busiest_layer,"met1",
timing,rsz0062_at_grt,"false",
global_routing,use_met1,17.2,%
clock_tree,ctsResizeCount,0,
route,dr.pass1.iters,21,
logic_synthesis,edf_count,42,
floorplan,num_io_pins,20,
floorplan,core_area,0.00881,sq mm
logic_synthesis,avgSynthCellArea,11.9,sq um
route,vias,1742,
timing,maxSlewHeadroom,51.6,%
logic_synthesis,yosys.stat.seqShare,57.9,%
pwr,leakagePower,1.13,nW
route,drt_iter0_markers,75,
logic_synthesis,syn-instance-count,232,
run,drv_cap,0,
clock_tree,cts_setup_buffers,0,
status,status,"finished, final reports clean",
logic_synthesis,synth_warnings,3,
route,n_antenna_cell,0,
floorplan,chipWidth,98.0,um
final_layout,final_util,36.7,%
global_routing,grt_first_pass_wirelength,8040,um
worst_hold_path,hp-class,"reg -> reg",
critical_path,r2r_cells,4,
critical_path,crit_path_end_kind,"output port",
clock_tree,clk_pin_slew_worst_paths,0.06,ns
route,via_per_inst,4.79,
route,ant_nets,0,
placement,port_buffers,18,
timing,fin_worst_skew,0.00636,ns
final_layout,syn_to_final_growth,16.9,%
worst_hold_path,whs_path_depth,2,
floorplan,rows,34,
critical_path,worst-setup-path-type,"reg -> out",
timing,setup_viol,0,
floorplan,dieArea,0.00960,sq mm
timing,drv_slew,0,
global_routing,grt.overflow.total,0,
global_routing,grt_use_met3,3.63,%
logic_synthesis,ff_type,"edfxtp_1",
## cells in the final DEF, fill, tap and decap left out, types with 2 or more instances in the layout
cell and n:
edfxtp_1 42, nor2_1 34, clkdlybuf4s50_1 18, dfxtp_1 17, a21oi_1 17, nand2_1 14
nor3_1 10, inv_1 9, clkbuf_8 9, mux4_2 8, ha_1 8, xor2_1 6
o21ai_0 5, mux2i_1 5, a211oi_1 5, nand3b_1 4, nor2b_1 4, or4b_1 4
nand3_1 3, or3_1 3, o21ai_1 3, buf_4 3, or2_1 2, o31ai_1 2
nand2b_1 2, o21a_1 2
## cells by family (layout without fill, tap and decap cells)
group	count (synthesis)	count (layout)	share of synthesized area [%]
AND/OR/NAND/NOR	87	87	16.7
flip-flops	59	59	57.9
buffers and inverters	19	43	2.71
multiplexers	13	13	8.33
AND-OR/OR-AND	40	40	8.87
adder cells (fa/ha/maj)	8	8	3.62
XOR/XNOR	6	6	1.90
## Yosys cell counts, types with 2 or more instances
library cell | instances | area (sq um)
o21a_1 | 2 | 15.0
or4b_1 | 4 | 40.0
inv_1 | 9 | 33.8
edfxtp_1 | 42 | 1260
mux4_2 | 8 | 180
nand2_1 | 14 | 52.6
dfxtp_1 | 17 | 340
clkbuf_1 | 6 | 22.5
buf_2 | 3 | 15.0
or2_1 | 2 | 12.5
o31ai_1 | 2 | 15.0
a211oi_1 | 5 | 37.5
nand3b_1 | 4 | 30.0
nand2b_1 | 2 | 12.5
nand3_1 | 3 | 15.0
nor3_1 | 10 | 50.1
nor2_1 | 34 | 128
a21oi_1 | 17 | 85.1
mux2i_1 | 5 | 50.1
xor2_1 | 6 | 52.6
o21ai_0 | 5 | 25.0
or3_1 | 3 | 18.8
ha_1 | 8 | 100
nor2b_1 | 4 | 25.0
o21ai_1 | 3 | 15.0
## path summary, 6_finish.rpt
| check | start | to | slack [ns] |
|---|---|---|---|
| setup / recovery | PS3.contador[0] | L3 | 0.83 |
| hold / removal | PS2.contador[3] | PS2.contador[3] | 0.52 |
| setup reg to reg | Mux1.outmux[0] | byteStp.TL3[0] | 1.30 |
| hold reg to reg | PS2.contador[3] | PS2.contador[3] | 0.52 |
| max in group clk1 | enb | PS3.contador[3] | 1.35 |
| min in group clk0 | byteStp.D | byteStp.D | 0.67 |
## worst max-delay path, stage by stage, from the launching register on
cell	delay (ns)
dfxtp_1	0.45
mux4_2	0.53
mux2i_1	0.21
nor2_1	0.06
clkdlybuf4s50_1	0.39
## state kept, by name, indices dropped and copies added, names as in the netlist, 2 cells and up
signal,flops
PS2.contador,4
byteStp.TL0,8
PS1.contador,4
byteStp.TL1,8
PS3.contador,4
PS0.contador,4
byteStp.TL2,8
Mux1.outmux,8
byteStp.c,2
byteStp.TL3,8
## report_power, final
part	switching (W)	leakage, nW	total, W	internal [W]
clock network	0.000230	0.0869	0.000551	0.000321
registers	0.0000791	0.535	0.000976	0.000897
logic	0.000171	0.506	0.000331	0.000160
## per-layer routing
layer  vias up  wire length (um)
met4         0                56
met5         -                 0
met2        46              1990
met1       788              2320
met3         9               333
li1        899                 -
## cell type report
type                       count  area [sq um]
clock inverter                 3          43.8
clock buffer                   9           124
fill                         828          5570
sequential                    59          1600
inverter                      10          37.5
multi-input combinational    154          1090
tap                          108           135
timing repair buffer          21           203
## stage by stage
stage                     setup slack [ns]  instances  area [sq um]  hold slack (ns)
after floorplan                       1.49        232          2770            0.481
after global placement               0.839        352          3070            0.495
after detailed placement             0.845        352          3070            0.509
after CTS                            0.794        364          3230            0.525
after global routing                 0.652        364          3230            0.542
final                                0.828        364          3230            0.515
Power figures rest on the tool's default switching activity, not on a simulated workload.
